--- run.sh ---
#!/bin/bash
# OpenROAD 26Q1-2900-gdf79404cd8, Yosys 0.63+post, stock flow scripts
make -C /OpenROAD-flow-scripts/flow DESIGN_CONFIG=/design/flow/config.mk WORK_HOME=/design/flow/orfs finish
--- config.mk ---
export PLATFORM = sky130hd
export DESIGN_NAME = BB_BCD_TO_SEG7
export DESIGN_NICKNAME = BB_BCD_TO_SEG7
export VERILOG_FILES = /design/flow/design.v
export SDC_FILE = /design/flow/constraint.sdc
export NUM_CORES = 4
export LEC_CHECK = 1
export CORE_AREA = 10 10 70 70
export DIE_AREA = 0 0 80 80
--- constraint.sdc ---
current_design BB_BCD_TO_SEG7

set clk_period 1.0
set clk_io_pct 0.2

create_clock -name clk0 -period $clk_period

set non_clock_inputs [all_inputs -no_clocks]
set_input_delay [expr $clk_period * $clk_io_pct] -clock clk0 $non_clock_inputs
set_output_delay [expr $clk_period * $clk_io_pct] -clock clk0 [all_outputs]
--- design.v ---
module bb_lcd (led,lcdcom,lcdseg1,lcdseg2,lcdseg3,lcdseg4,nrst);
  output [7:0] led;
  output lcdcom;  
  output [6:0] lcdseg1;  
  output [6:0] lcdseg2;  
  output [6:0] lcdseg3;  
  output [6:0] lcdseg4;  
  input nrst;
  function [3:0]inc09;
     input [3:0]cnt4;
  begin				
	inc09 = (cnt4 >= 9) ? 0 : (cnt4 + 1);
  end
  endfunction
  wire osc_clk;   
  wire osc_sclk;  
  assign rst = ~nrst;  
  assign led[0] = nrst;   
  assign led[1] = ~nrst;  
  defparam I1.TIMER_DIV = "1024";
  OSCTIMER I1 (.DYNOSCDIS(1'b0), .TIMERRES(1'b0), .OSCOUT(osc_clk), .TIMEROUT(osc_sclk));
  reg [11:0] slow_clk; 
  always @(posedge osc_sclk or posedge rst)
	if (rst)
		slow_clk <= 12'b0;  
	else
		slow_clk <= slow_clk + 1;  
  assign display_clk = slow_clk[5];  
  assign op_clk = slow_clk[11];	     
  assign lcdcom = display_clk;  
  assign led[3] = ~op_clk;  
  assign led[2] = op_clk;   
  wire [3:0] cnta;
  BB_DEC_CNT cnt10a( .dout( cnta ), .clk( op_clk ), .rst ( rst ) );
  assign led[7:4] = ~cnta;
  wire [6:0] seg1;  
  BB_BCD_TO_SEG7 dec1( .segout( seg1 ), .bcdin( cnta ) );
  assign lcdseg1 = seg1 ^ { 7{ lcdcom } }; 
  wire [3:0] cntb;  
  assign cntb = inc09(cnta);
  wire [6:0] seg2;  
  BB_BCD_TO_SEG7 dec2( .segout( seg2 ), .bcdin( cntb ) );
  assign lcdseg2 = seg2 ^ { 7{ lcdcom } }; 
  wire [3:0] cntc;  
  assign cntc = inc09(cntb);
  wire [6:0] seg3;  
  BB_BCD_TO_SEG7 dec3( .segout( seg3 ), .bcdin( cntc ) );
  assign lcdseg3 = seg3 ^ { 7{ lcdcom } }; 
  wire [3:0] cntd;  
  assign cntd = inc09(cntc);
  wire [6:0] seg4;  
  BB_BCD_TO_SEG7 dec4( .segout( seg4 ), .bcdin( cntd ) );
  assign lcdseg4 = seg4 ^ { 7{ lcdcom } }; 
endmodule
module BB_DEC_CNT(dout, clk, rst);
 output [3:0] dout;  
 input  clk;        
 input  rst;        
 reg [3:0] dout;  
 always @(posedge clk or posedge rst)
 begin
   if ( rst ) 
     dout <= 4'd0;
   else
   begin
     if ( dout == 9 )
       dout <= 4'd0;
     else
       dout <= dout + 1;
   end
 end
endmodule
module BB_BCD_TO_SEG7(segout,bcdin);
 output [6:0] segout;
 input  [3:0] bcdin;
 reg [6:0] segout;
 always @( bcdin )
 begin
  case ( bcdin )
    4'b0000: segout = 7'b0111111;  
    4'b0001: segout = 7'b0000110;  
    4'b0010: segout = 7'b1011011;  
    4'b0011: segout = 7'b1001111;  
    4'b0100: segout = 7'b1100110;  
    4'b0101: segout = 7'b1101101;  
    4'b0110: segout = 7'b1111101;  
    4'b0111: segout = 7'b0000111;  
    4'b1000: segout = 7'b1111111;  
    4'b1001: segout = 7'b1101111;  
    default: segout = 7'b0111001;  
  endcase
 end
endmodule
==> notes.md <==
Implementation numbers.

- The residual DRC count is 0.
- Setup slack on the critical path of the routed design comes to -0.2178 ns.
- The number of top-level pins is 11.
- The area share of the leading cell type in the synthesized netlist reads about a third.
- Per the placement log, port buffering inserted 11 buffers.
- For this block, the initial DRC count from the detailed router was 2.
- Setup repair after global routing could not meet its margin everywhere.
- The floorplan has 21 rows.
- The power density over the cells reads between 300 and 400 mW/mm^2.
- The number of distinct library cells after synthesis is 14.
- The number of warnings the tools reported is 39.
- Routability-driven placement finished with a final weighted congestion of 0.6992.
- The slew at the pin closest to its max-slew limit reads around 0.20 ns.
- The static leakage reads 0.0002312 uW.
- The most frequent logic cell in the layout is buf_2.
- Checking hold timing, the worst path is listed with class in2out.
- The initial antenna violation count is 0.
- The post-synth design cell area is 235.2 sq um.
- The headroom to the max-slew limit is 86.47%.
- The final routed wirelength across all metal layers reads 875 microns.
- The proportion of layout cells with a drive suffix above 1 reads 75.00%.
- The pre-placement core utilization is 6.886%.
- The number of slew-limit violations in the final report reads 0.
- The via count of the first global-routing pass reads 298.
- The register cell area after layout reads 0 sq um.
- Excluding fillers, the count of instances in the completed layout stands at ~94.
- The first-pass detailed-route iteration total reads 3.
- The maximum number of pins on one net before global-route repair reads 11.
- The critical path capture point type is an output port.
- The total track usage is 2.725%.
- The number of cell instances after yosys synthesis reads 29.
- The final tally of setup violations is 7.
- The startpoint kind of the worst setup timing path is a primary input.
- By instance count after routing, the leading logic cell types are buf_2 (9), buf_6 (8), ha_4 (5).
- The half-perimeter wire length after placement reads 620.9 microns.
- Of all nets on the critical path, the largest fanout is 2.
- In this run the remaining antenna-violating nets after routing total 0.
- The detailed-route via count reads 265.
- The arrival time of data at the critical path endpoint is slightly above 1 ns.
- The total number of yosys warnings is 1.
- The average cell area after synthesis is 8.111 sq um.
- The main area contributors are ha_1 (32%), nand2b_1 (11%), a21o_1 (9.6%).
- The vertical extent of the die is 80 microns.
- The wire length of the first global-routing pass is 1449 microns.
- The chip area reads roughly 0.0064 sq mm.
- Data on the critical path is required at its endpoint by around 0.8 ns.
- The cell count after synthesis reads 29.
- The area added between synthesis and finish reads 135.1%.
- The post-route minimum period reads between 1 and 1.5 ns.
- The flow ran to the end, but the final reports show violations.
- The global route total overflow is 0.
- In the setup report, the worst path falls into the class in2out.
- The tally of max-capacitance violations reads 0.
- The post-synthesis sequential area ratio reads 0%.
- The count of clock buffers in the final design is 0.
- The cell taking the most area after synthesis is ha_1.
- The final reports fail on negative setup slack.
- The routed design shows a wire length per standard cell of 9.309 microns.
- After floorplanning, the core was sized to cover 0.003416 sq mm.
- The ratio of final minimum period to clock period is 121.8%.
- OpenSTA, run right after detailed placement, puts the worst setup slack at -1.013 ns.
- The count of inserted antenna diode cells is 0.
- The total placed instance area reads 425.4 sq um.
- Per the final timing report, the hold violations number 0.
- The synthesis area per yosys is between 200 and 250 sq um.
- The number of vias per cell reads 2.819.
- The peak ir drop on the vdd network is 0.1662 mV.
- The number of placed instances with taps included is roughly 90.
- There are 0 flip-flops and latches.
- The maximum clock frequency is 821.2 MHz.
- The floorplan die width is 80 microns.
- The final report gives the standard cell area, fillers excluded, as 553.0 sq um.
- For this design, the CTS-stage hold fixing added 0 buffers.
[cells by family after synthesis]
family	share of synthesized area, %
adder cells (fa/ha/maj)	31.91
AND-OR/OR-AND	26.60
AND/OR/NAND/NOR	21.80
buffers and inverters	15.95
XOR/XNOR	3.724
[timing repair]
item                       in CTS  in global routing
buffers inserted                3                  1
pin swaps                      10                  4
setup endpoints to repair       7                  7
resized                        64                  6
hold endpoints to repair        0                  0
cloned                          0                  0
[cell usage after synthesis]
cell type / number
nor2_1: 1
nand2b_4: 1
inv_1: 4
o31a_1: 1
a2bb2oi_2: 1
buf_6: 2
ha_1: 6
nand2_1: 1
o21ai_1: 2
xnor2_1: 1
nand3_1: 1
nand2b_1: 4
o22ai_1: 1
a21o_1: 3
[power by group]
group,switching (uW),internal (uW)
Combinational,83.3,119
Sequential,0,0
Clock,0,0
Total,83.3,119
[routing by layer]
layer	track usage, %	wire, microns	vias up
met5	0	0	-
li1	-	-	135
met1	4.680	505	119
met2	2.970	279	11
met4	0	0	0
met3	1.136	90	0
[worst max-delay path: stages]
cell,delay [ns]
buf_8,0.10
inv_6,0.05
buf_6,0.10
ha_4,0.13
nand2b_4,0.05
buf_6,0.11
a21o_1,0.15
buf_2,0.11
[worst paths after layout]
path / start / end / slack, ns / cells past startpoint
worst min-delay path: bcdin[2] / segout[6] / 0.79 / 3
worst max-delay path: bcdin[1] / segout[0] / -0.22 / 8
[per-stage QoR]
step                util [%]  hold slack (ns)  setup TNS, ns  total power [uW]
global placement       12.45            1.526         -6.634             149.2
global route           16.19           0.8210         -1.240             223.0
floorplan                  -           0.5060              0             65.26
finish                 16.19           0.7898        -0.9860             201.8
CTS                    15.02           0.7841         -1.001             187.0
detailed placement     12.45            1.547         -6.659             153.0
[layout make-up]
cell class | count | area (sq um)
inverter | 4 | 25.02
fill | 392 | 2863
timing repair buffer | 21 | 180.2
tap | 46 | 57.56
multi-input combinational | 23 | 290.3
Power is estimated from default activity; no workload was simulated.
